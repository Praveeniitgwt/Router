File: ./config.mk
export PLATFORM = sky130hd
export DESIGN_NAME = router_top
export DESIGN_NICKNAME = router_top
export VERILOG_FILES = /design/flow/design.v
export SDC_FILE = /design/flow/constraint.sdc
export NUM_CORES = 4
export LEC_CHECK = 1
export CORE_UTILIZATION = 50
File: ./constraint.sdc
current_design router_top

set clk_period 5.8
set clk_io_pct 0.2

create_clock -name clk0 -period $clk_period [get_ports {clock}]

set non_clock_inputs [all_inputs -no_clocks]
set_input_delay [expr $clk_period * $clk_io_pct] -clock clk0 $non_clock_inputs
set_output_delay [expr $clk_period * $clk_io_pct] -clock clk0 [all_outputs]
File: ./design.v
module router_fifo(clock,resetn,write_enb,soft_reset,read_enb,data_in,lfd_state,empty,data_out,full);
parameter depth =5'd16,width=4'd9;
input clock,resetn,soft_reset,write_enb,read_enb,lfd_state;
input [width-2 : 0]data_in;
output reg [width-2 : 0]data_out;
output empty,full;
reg [width-1 : 0]mem[depth-1 : 0];
reg [7:0]rd_counter;
reg temp;
reg [4:0]rd_pntr,wr_pntr;
integer i;
assign full=((wr_pntr[4]!=rd_pntr[4])&&(wr_pntr[3:0]==rd_pntr[3:0]));
assign empty=(wr_pntr==rd_pntr);
always@(posedge clock)
begin
if(!resetn)
temp<=1'b0;
else
temp<=lfd_state;
end
always@(posedge clock) begin
if(!resetn) begin
for(i=0;i<16;i=i+1) begin
mem[i]<=0;
wr_pntr<=0; end
 end
else if(soft_reset)begin
for(i=0;i<16;i=i+1) begin
mem[i]<=0;
wr_pntr<=0; end
end
else if(write_enb &&(!full)) begin
{mem[wr_pntr[3:0]][8],mem[wr_pntr[3:0]][7:0]}<={temp,data_in};
wr_pntr<=wr_pntr+1'b1; end
else
mem[wr_pntr[3:0]]<=mem[wr_pntr[3:0]]; end
always@(posedge clock) begin
if(!resetn) begin
rd_counter<=0; end
else if(soft_reset) begin
rd_counter<=0; end
else if(mem[rd_pntr[3:0]][8]==1'b1) begin
rd_counter<={data_in[7:2]} + 1'b1; end
else if(read_enb &&(!empty)) begin
rd_counter<=rd_counter-1'b1; end
else begin
rd_counter<=rd_counter; end
end
always@(posedge clock) begin
if(!resetn) begin
data_out<=0;
rd_pntr<=0; end
else if(soft_reset) begin
data_out<=8'hzz;
rd_pntr<=0; end
else if(rd_counter==0) begin
data_out<=8'hzz; end
else if(read_enb &&(!empty)) begin
data_out<={mem[rd_pntr[3:0]][7:0]};
rd_pntr<=rd_pntr+1'b1; end
else begin
data_out<= 8'hzz; end
end
endmodule
module router_fsm(clock,resetn,pkt_valid,busy,parity_done,data_in,soft_reset_0,soft_reset_1,soft_reset_2,
                  fifo_full,low_pkt_valid,fifo_empty_0,fifo_empty_1,fifo_empty_2,detect_add,ld_state,
                  laf_state,full_state,write_enb_reg,rst_int_reg,lfd_state);
input clock,resetn,pkt_valid;
output busy;
input parity_done;
input [1:0]data_in;
input soft_reset_0,soft_reset_1,soft_reset_2;
input fifo_full;
input low_pkt_valid;
input fifo_empty_0,fifo_empty_1,fifo_empty_2;
output detect_add,ld_state,laf_state,full_state,write_enb_reg,rst_int_reg,lfd_state;
parameter DECODE_ADDRESS=3'b000,
          WAIT_TILL_EMPTY=3'b001,
          LOAD_FIRST_DATA=3'b010,
          LOAD_DATA=3'b011,
          LOAD_PARITY = 3'b100,
          FIFO_FULL_STATE=3'b101,
          LOAD_AFTER_FULL=3'b110,
          CHECK_PARITY_ERROR= 3'b111;
reg [2:0]state,next_state;
reg [1:0]addr; 
assign detect_add=(state==DECODE_ADDRESS);
assign lfd_state=(state==LOAD_FIRST_DATA);
assign busy =(state==LOAD_FIRST_DATA || state== LOAD_PARITY || state == FIFO_FULL_STATE || state == LOAD_AFTER_FULL || state==WAIT_TILL_EMPTY ||state==CHECK_PARITY_ERROR);
assign ld_state =(state==LOAD_DATA);
assign laf_state =(state==LOAD_AFTER_FULL);
assign full_state =(state==FIFO_FULL_STATE);
assign write_enb_reg =(state==LOAD_DATA || state==LOAD_PARITY || state==LOAD_AFTER_FULL);
assign rst_int_reg =(state==CHECK_PARITY_ERROR);
always @(posedge clock) begin
if(~resetn) 
addr<=2'b00;
else if(detect_add)
addr<=data_in;
end
always @(posedge clock) begin
if(~resetn)
state<=DECODE_ADDRESS;
else if(((soft_reset_0)&&(data_in[1:0]==2'b00)) || ((soft_reset_1)&&(data_in[1:0]==2'b01)) || ((soft_reset_2)&&(data_in[1:0]==2'b10)))
state<=DECODE_ADDRESS;
else
state<=next_state;
end
always @(*)
begin
case(state)
DECODE_ADDRESS:begin 
               if((pkt_valid && (data_in[1:0]==2'b00) && fifo_empty_0)||(pkt_valid && (data_in[1:0]==2'b01) && fifo_empty_1) ||
                   (pkt_valid && (data_in[1:0]==2'b10) && fifo_empty_2))
                   next_state=LOAD_FIRST_DATA;
               else if((pkt_valid && (data_in[1:0]==2'b00) && !fifo_empty_0)|| (pkt_valid && (data_in[1:0]==2'b01) && 
               !fifo_empty_1) || (pkt_valid && (data_in[1:0]==2'b10) && !fifo_empty_2))
                   next_state=WAIT_TILL_EMPTY;
               else next_state=DECODE_ADDRESS;
               end
LOAD_FIRST_DATA:begin 
                next_state=LOAD_DATA;
                end
LOAD_DATA:begin
          if(fifo_full == 1'b1)
          next_state = FIFO_FULL_STATE;
          else if(!(fifo_full)&&(!(pkt_valid)))
             next_state=LOAD_PARITY;
          else next_state=LOAD_DATA;
          end
LOAD_PARITY:begin
            next_state=CHECK_PARITY_ERROR;
            end
CHECK_PARITY_ERROR:begin
                   if(!fifo_full) next_state=DECODE_ADDRESS;
                   else next_state = FIFO_FULL_STATE;
                   end
FIFO_FULL_STATE:begin
                if(fifo_full == 1'b0) next_state=LOAD_AFTER_FULL;
                else next_state=FIFO_FULL_STATE;
                end
LOAD_AFTER_FULL:begin
                if(!parity_done && (low_pkt_valid)) next_state=LOAD_PARITY;
                else if(!parity_done && !(low_pkt_valid)) next_state=LOAD_DATA;
                else if(parity_done == 1'b1) next_state=DECODE_ADDRESS;
                else next_state = LOAD_AFTER_FULL;   
                end
WAIT_TILL_EMPTY:begin
                if((fifo_empty_0 && (addr==2'd0)) || (fifo_empty_1 && (addr==2'd1)) || (fifo_empty_2 && (addr==2'd2)))
                next_state=LOAD_FIRST_DATA;
                else next_state=WAIT_TILL_EMPTY;
                end
default:next_state=DECODE_ADDRESS;
endcase
end
 endmodule               
module router_reg(clock,resetn,pkt_valid,data_in,fifo_full,rst_int_reg,detect_add,ld_state,laf_state,full_state,lfd_state,
       parity_done,low_pkt_valid,err,d_out);
input clock,resetn,pkt_valid;
input [7:0]data_in;
input fifo_full,rst_int_reg,detect_add,ld_state,laf_state,full_state,lfd_state;
output reg parity_done,err;
output low_pkt_valid;
output reg [7:0]d_out;
reg [7:0]header_byte,fifo_full_byte,internal_parity,packet_parity;
wire parity_check;
always @(posedge clock) begin
if(!resetn) begin
d_out<=8'b00000000; 
end
else if(lfd_state)
d_out<=header_byte;
else if(pkt_valid && ld_state && (!fifo_full))
d_out<=data_in;
else if(ld_state && fifo_full)
begin
fifo_full_byte <= data_in;
if(laf_state) begin
d_out<=fifo_full_byte; end
else
d_out<=d_out;
end
else if(~pkt_valid)
d_out<=data_in;
else
d_out<=d_out;
end
always @(posedge clock) begin
if(!resetn)
header_byte <= 8'b00000000;
else if(detect_add && pkt_valid&&(data_in[1:0] != 2'b11))
header_byte <= data_in;
else
header_byte <= header_byte;
end
always @(posedge clock) begin
if((ld_state && (~fifo_full) && (~pkt_valid)) || (laf_state && ~pkt_valid))
parity_done <= 1'b1;
else if(detect_add)
parity_done<=1'b0;
else
parity_done<=parity_done;
end
always @(posedge clock) begin
if(~resetn)
internal_parity <= 8'd0;
else if(detect_add)
internal_parity <= internal_parity ^ header_byte;
else if(pkt_valid && !full_state)
internal_parity <= internal_parity ^ data_in;
else
internal_parity <= internal_parity;
end
always @(posedge clock) begin
if(!resetn)
packet_parity <= 8'd0;
else if(~pkt_valid)
packet_parity <= data_in;
else
packet_parity <= packet_parity;
end
always @(posedge clock) begin
if(!resetn)
err <= 1'b0;
else if(!pkt_valid && rst_int_reg) begin
if(parity_check) begin
err <= 1'b0;
end
else begin
err <= 1'b1;
end
end
else
err <= err;
end
assign parity_check = (internal_parity == packet_parity)?1'b1:1'b0;
assign low_pkt_valid = (ld_state && ~pkt_valid);
endmodule
module router_syn(detect_add,data_in,write_enb_reg,clock,resetn,valid_out_0,valid_out_1,valid_out_2,read_enb_0,read_enb_1,read_enb_2,write_enb,
                  fifo_full,empty_0,empty_1,empty_2,soft_reset_0,soft_reset_1,soft_reset_2,full_0,full_1,full_2);
input detect_add,write_enb_reg,clock,resetn,read_enb_0,read_enb_1,read_enb_2;
input [1:0]data_in;
output reg [2:0]write_enb;
output reg fifo_full;
output valid_out_0,valid_out_1,valid_out_2;
input empty_0,empty_1,empty_2;
output reg soft_reset_0,soft_reset_1,soft_reset_2;
input full_0,full_1,full_2;
reg [1:0]temp;
reg [4:0]count_0,count_1,count_2;
always @(posedge clock) begin
if(~resetn)
temp<=2'b00;
else if(detect_add)
temp<=data_in;
end
always @(*) begin
case(temp)
2'b00:fifo_full=full_0;
2'b01:fifo_full=full_1;
2'b10:fifo_full=full_2;
default:fifo_full=1'b0;
endcase
end
assign valid_out_0=~empty_0;
assign valid_out_1=~empty_1;
assign valid_out_2=~empty_2;
always @(*) begin
if(write_enb_reg) begin
case(temp)
2'b00:write_enb=3'b001;
2'b01:write_enb=3'b010;
2'b10:write_enb=3'b100;
endcase end
else write_enb=3'b000;
end
always @(posedge clock) begin
if(~resetn)
count_0<=5'b0;
else if(valid_out_0) begin
if(!read_enb_0) begin                
if(count_0==5'd29) begin 
soft_reset_0<=1'b1;
count_0<=5'b0; end
else begin
count_0<=count_0+1'b1;
soft_reset_0<=1'b0; end
end
end
else count_0<=5'b0; end
always @(posedge clock) begin
if(~resetn)
count_1<=5'b0;
else if(valid_out_1) begin
if(!read_enb_1) begin                
if(count_1==5'd29) begin 
soft_reset_1<=1'b1;
count_1<=5'b0; end
else begin
count_1<=count_1+1'b1;
soft_reset_1<=1'b0; end
end
end
else count_1<=5'b0; end
always @(posedge clock) begin
if(~resetn)
count_2<=5'b0;
else if(valid_out_2) begin
if(!read_enb_2) begin                
if(count_2==5'd29) begin 
soft_reset_2<=1'b1;
count_2<=5'b0; end
else begin
count_2<=count_2+1'b1;
soft_reset_2<=1'b0; end
end
end
else count_2<=5'b0; end
endmodule
module router_top(clock,resetn,read_enb_0,read_enb_1,read_enb_2,data_in,pkt_valid,data_out_0,data_out_1,data_out_2,
                  valid_out_0,valid_out_1,valid_out_2,error,busy);
input clock,resetn;
input read_enb_0,read_enb_1,read_enb_2;
input [7:0]data_in;
input pkt_valid;
output [7:0]data_out_0,data_out_1,data_out_2;
output valid_out_0,valid_out_1,valid_out_2;
output error,busy;
wire [2:0]write_enb;
wire [7:0]d_out;
router_fifo fifo_0(clock,resetn,write_enb[0],soft_reset_0,read_enb_0,d_out,lfd_state,empty_0,data_out_0,full_0);
router_fifo fifo_1(clock,resetn,write_enb[1],soft_reset_1,read_enb_1,d_out,lfd_state,empty_1,data_out_1,full_1);
router_fifo fifo_2(clock,resetn,write_enb[2],soft_reset_2,read_enb_2,d_out,lfd_state,empty_2,data_out_2,full_2);
router_syn synchronizer(detect_add,data_in[1:0],write_enb_reg,clock,resetn,valid_out_0,valid_out_1,valid_out_2,
                        read_enb_0,read_enb_1,read_enb_2,write_enb,fifo_full,empty_0,empty_1,empty_2,soft_reset_0,
                        soft_reset_1,soft_reset_2,full_0,full_1,full_2);
router_fsm fsm(clock,resetn,pkt_valid,busy,parity_done,data_in[1:0],soft_reset_0,soft_reset_1,soft_reset_2,
               fifo_full,low_pkt_valid,fifo_empty_0,fifo_empty_1,fifo_empty_2,detect_add,ld_state,laf_state,
               full_state,write_enb_reg,rst_int_reg,lfd_state);
router_reg register(clock,resetn,pkt_valid,data_in,fifo_full,rst_int_reg,detect_add,ld_state,laf_state,full_state,lfd_state,
                    parity_done,low_pkt_valid,error,d_out);
endmodule                
File: ./run.sh
#!/bin/bash
# OpenROAD 26Q1-2900-gdf79404cd8, Yosys 0.63+post, stock flow scripts
make -C /OpenROAD-flow-scripts/flow DESIGN_CONFIG=/design/flow/config.mk WORK_HOME=/design/flow/orfs finish
==> impl_metrics.json <==
{
  "portBuffers": 42,
  "ir_drop_uv": 209,
  "most_common_cell": "and2_1",
  "num_vias": 13473,
  "finalMaxSlewViolations": 0,
  "rr_startpoint": "fifo_2.wr_pntr[2]",
  "top_cells_by_count": "and2_1, edfxtp_1, dfxtp_1",
  "slowest_delay_ps": 710,
  "skew_ps": 26.1,
  "drtPass1Iterations": 5,
  "syn-instance-count": 1772,
  "start_kind": "flip-flop",
  "hold_path_depth": 2,
  "wl_met1_mm": 21.3,
  "finalSetupTns_ps": 0,
  "routabilityCongestion": 0.839,
  "slew_headroom_pct": 45.0,
  "power_density_nw_per_um2": 286,
  "grt_pass1_wl_mm": 81.9,
  "overflow": 0,
  "clkLatencyLatePin_ps": 630,
  "async_flop_share_pct": 0,
  "hold_buffers": 0,
  "max_freq_mhz": 261,
  "edf_count": 395,
  "coreArea_um2": 47900,
  "crit_path_top_delay_cell": "dfxtp_1",
  "rsz0062_at_grt": "false",
  "outcome": "complete, no violations",
  "synth.distinct_cells": 55,
  "ioPinCount": 43,
  "combGateArea_um2": 8970,
  "rows": 80,
  "endpoint_kind": "output pin",
  "wl_met3_mm": 4.85,
  "grt_pass1_vias": 14084,
  "power_w": 0.00786,
  "die_w_um": 223,
  "utilization_pct": 57.2,
  "unclocked_pins": 3,
  "critPathBufInv": 1,
  "r2r_setup_slack_ps": 2900,
  "critical_path.top_delay_family": "flip-flops",
  "top_area_cell": "edfxtp_1",
  "route.met2.wl_mm": 24.4,
  "ys.warnings.count": 32,
  "dp_slack_ps": 1830,
  "setup_violations": 0,
  "area_leaders": "edfxtp_1, dfxtp_1, mux4_2",
  "crit_chain": "xor2_1, nor4_4, nand2_1, clkdlybuf4s50_1",
  "diodes": 0,
  "ys.flops": 546,
  "yosys_cells": 1772,
  "drc": 0,
  "area_growth_pct": 12.5,
  "die-height_um": 223,
  "min_from": "fsm.state[4]",
  "dp_hpwl_mm": 32.4,
  "worstReg2RegEnd": "fifo_2.mem[3][0]",
  "p_leak_nw": 10.6,
  "reg.largest.list": "fifo_0.mem (128), fifo_1.mem (128), fifo_2.mem (128)",
  "drive_gt1_share_pct": 16.8,
  "clock-root-buffer": "clkbuf_16",
  "cap_violations": 0,
  "yosys_area_um2": 24400,
  "synth_area_um2": 24400,
  "detail_route.wl_per_cell_um": 20.9,
  "cts_tree": "built",
  "hold_end": "fsm.state[4]",
  "fp_util_pct": 50.9,
  "top_area_share_pct": 48.6,
  "cts_buffers": 58,
  "tightest_slew_ps": 825,
  "htreeDepth": 2,
  "path_clk_slew_ps": 60,
  "grtUsageTotal_pct": 23.9,
  "period_minus_slack_ps": 3840,
  "crit_fanout": 9,
  "detail-route-antenna-nets": 0,
  "period_used_pct": 66.2,
  "final_cell_count_no_fill": 2493,
  "critPathKind": "flip-flop to output pin",
  "ff_type": "edfxtp_1",
  "reg2reg_depth": 6,
  "worst-endpoint-arrival_ps": 2680,
  "warning_count": 42,
  "cts_setup_buffers": 0,
  "clock_path_buffers": 3,
  "num-fill-cells": 3671,
  "flop_area_um2": 14900,
  "crit_cells": 4,
  "untimed_endpoints": 3,
  "required_ps": 4640,
  "top_layer_used": "met5",
  "dieArea_um2": 49700,
  "worst_slack_ps": 1960,
  "drt_wl_total_mm": 52.0,
  "dp_cells": 2385,
  "cts_resized": 0,
  "via_per_inst": 5.40,
  "grt_max_degree": 50,
  "grt_antenna_before_repair": 1,
  "syn_area_per_cell_um2": 13.8,
  "first_iter_violations": 672,
  "finalHoldViolCount": 0,
  "hp-class": "flip-flop to flip-flop"
}
final cells by class:
class / instances / area share (%)
flip-flops and latches: 546 / 54.2
multi-input cells: 1089 / 32.7
clock buffers: 75 / 5.71
repair buffers: 99 / 3.07
well taps: 615 / 2.80
clock inverters: 33 / 0.994
inverters: 36 / 0.492
per-layer routing:
| metal | GRT usage [%] | up-vias |
|---|---|---|
| li1 | - | 6467 |
| met1 | 37.1 | 6482 |
| met2 | 35.2 | 441 |
| met3 | 9.44 | 81 |
| met4 | 5.18 | 2 |
| met5 | 0 | - |
report_power, final:
group	internal [W]	total, W	switching (W)
Sequential	0.00413	0.00414	0.0000125
Clock	0.00204	0.00356	0.00153
Combinational	0.0000398	0.000157	0.000117
Total	0.00620	0.00786	0.00165
worst max path at each step:
stage	start	end	slack [ps]
final	fifo_0.wr_pntr[3]	valid_out_0	1960
after CTS	fifo_0.wr_pntr[3]	valid_out_0	1900
after global routing	fifo_0.wr_pntr[3]	valid_out_0	1840
through the flow:
step	hold slack [ps]	area, um2
global placement	427	25600
finish	437	27400
floorplan	416	24400
detailed placement	431	25600
CTS	439	27400
global route	473	27400
worst register-to-register path, cell delays in order (launching register included):
cell and delay (ps):
dfxtp_1 630, xor2_1 290, nor4_4 100, a21boi_4 350
nand3_1 350, nor3_2 430, nand2b_1 400
cells by family after synthesis:
group           count (synthesis)  synth area share (%)
simple gates                  729                  17.4
flops                         543                  60.8
mux                           146                  12.1
buf+inv                       137                  2.29
compound gates                106                  2.87
xor+xnor                       78                  2.80
fa+ha+maj                      30                  1.54
latches                         3                 0.185
placed cells by master, fill, tap and decap left out, drive strengths merged, types with 2 or more instances in the layout:
| master | n |
|---|---|
| nor4 | 11 |
| clkinv | 24 |
| buf | 58 |
| inv | 36 |
| mux2i | 26 |
| a211oi | 4 |
| nor3 | 22 |
| nand2b | 23 |
| xnor2 | 14 |
| mux4 | 120 |
| a21o | 4 |
| xor2 | 64 |
| nor2 | 157 |
| dlxtn | 3 |
| and2 | 412 |
| nand3b | 2 |
| nand4b | 3 |
| a21oi | 22 |
| dfxtp | 148 |
| nand4 | 8 |
| o211ai | 4 |
| o21ai | 48 |
| nand2 | 34 |
| nor2b | 6 |
| and3 | 3 |
| o31ai | 5 |
| clkbuf | 75 |
| ha | 30 |
| nand3 | 33 |
| or3 | 9 |
| clkinvlp | 6 |
| and4 | 3 |
| clkdlybuf4s50 | 41 |
| a21boi | 3 |
| bufinv | 3 |
| a221oi | 9 |
| edfxtp | 395 |
